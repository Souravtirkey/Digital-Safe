## design/flow/config.mk

```make
export PLATFORM = sky130hd
export DESIGN_NAME = SAFE
export DESIGN_NICKNAME = SAFE
export VERILOG_FILES = /design/flow/design.v
export SDC_FILE = /design/flow/constraint.sdc
export NUM_CORES = 4
export LEC_CHECK = 1
export CORE_UTILIZATION = 30
```

## design/flow/constraint.sdc

```tcl
current_design SAFE

set clk_period 3.5
set clk_io_pct 0.2

create_clock -name clk0 -period $clk_period [get_ports {clk}]
create_clock -name clk1 -period $clk_period [get_ports {confirm}]

set non_clock_inputs [all_inputs -no_clocks]
set_input_delay [expr $clk_period * $clk_io_pct] -clock clk0 $non_clock_inputs
set_output_delay [expr $clk_period * $clk_io_pct] -clock clk0 [all_outputs]
```

## design/flow/design.v

```verilog
`timescale 1ns / 1ps
module SAFE(
    clk,
    reset,
    confirm,
    keypad,
    access_granted, 
    access_denied,
    seven_segment,
    seg_power,
	safe_state
    );
    input clk, reset, confirm;
    input [3:0] keypad;
    output [6:0] seven_segment;
    output reg access_denied, access_granted;
    output reg [3:0] seg_power = 4'b1110;  
    reg [3:0] memory [3:0];
    reg [3:0] dancing_number = 4'b0000;
    output reg [4:0] safe_state = 5'b00000;
    reg [2:0] led_state = 3'b100;
    reg [3:0] passcode [3:0];  
    reg [23:0] delay = 24'b0;
	reg is_delay = 1'b1;
    reg [2:0] check = 3'b000;  
    integer i;
    always @ (posedge confirm or posedge reset ) begin
        if (reset == 1) begin
            safe_state <= 5'b00000;
            led_state <= 3'b100;
			is_delay = 1'b1;
            for (i=0;i<4;i=i+1) begin
                passcode[i] <= 4'b0000;
                memory[i] <= 4'b0000;  
            end
        end
        else begin
            case (safe_state) 
                5'b00000 : begin
                    memory[3] <= keypad;
                    passcode[3] <= keypad;
                    safe_state <= 5'b00001;
					is_delay = 1'b0;
                end
                5'b00001 : begin
                    memory[2] <= keypad;
                    passcode[2] <= keypad;
                    safe_state <= 5'b00010;
                end 
                5'b00010 : begin
                    memory[1] <= keypad;
                    passcode[1] <= keypad;
                    safe_state <= 5'b00011;
                end 
                5'b00011 : begin
                    for (i=0;i<4;i=i+1) begin
                        memory[i] <= 4'b0000;  
                    end
                    passcode[0] <= keypad;
                    safe_state <= 5'b00100;
                    led_state <= 3'b000;
                end
                5'b00100 : begin
                    memory[3] <= keypad;
					is_delay = 1'b0;
                    if (keypad == passcode[3] ) begin
                        check <= check + 1'b1;  
                    end
                    else begin
                        check <= 3'b000;   
                    end
                    safe_state <= 5'b00101;
                end
                5'b00101 : begin
                    memory[2] <= keypad;
                    if (keypad == passcode[2]) begin
                        check <= check + 1'b1;  
                    end
                    else begin
                        check <= 3'b000;   
                    end
                    safe_state <= 5'b00110;
                end
                5'b00110 : begin
                    memory[1] <= keypad;
                    if (keypad == passcode[1]) begin
                        check <= check + 1'b1;  
                    end
                    else begin
                        check <= 3'b000;   
                    end
                    safe_state <= 5'b00111;
                end
                5'b00111 : begin
					is_delay = 1'b1;
                    if (keypad == passcode[0] && check==3'b011) begin
                        safe_state <= 5'b10001;
                        led_state <= 3'b001;
                        check <= 3'b000;
                        memory[0] <= 4'b1100;  
                        memory[1] <= 4'b1011;
                        memory[2] <= 4'b1010;
                        memory[3] <= 4'b0000; 
                    end
                    else begin
                        safe_state <= 5'b01000;
                        led_state <= 3'b010;  
                        check <= 3'b000;
                        for (i=0;i<4;i=i+1) begin
                            memory[i] <= 4'b0000;  
                        end 
                    end
                end
                5'b01000 : begin
                    memory[3] <= keypad;
					is_delay = 1'b0;
                    if (keypad == passcode[3]) begin
                        check <= check + 1'b1;  
                    end
                    else begin
                        check <= 3'b000;   
                    end
                    safe_state <= 5'b01001;
                end
                5'b01001 : begin
                    memory[2] <= keypad;
                    if (keypad == passcode[2]) begin
                        check <= check + 1'b1;  
                    end
                    else begin
                        check <= 3'b000;   
                    end
                    safe_state <= 5'b01010;
                end    
                5'b01010 : begin
                    memory[1] <= keypad;
                    if (keypad == passcode[1]) begin
                        check <= check + 1'b1;  
                    end
                    else begin
                        check <= 3'b000;   
                    end
                    safe_state <= 5'b01011;
                end
                5'b01011 : begin
					is_delay = 1'b1;
                    if (keypad == passcode[0] && check==3'b011) begin
                        safe_state <= 5'b10001;
                        led_state <= 3'b001;
                        check <= 3'b000;
                        memory[0] <= 4'b1100;  
                        memory[1] <= 4'b1011;
                        memory[2] <= 4'b1010;
                        memory[3] <= 4'b0000;   
                    end
                    else begin
                        safe_state <= 5'b01100; 
                        led_state <= 3'b010;
                        check <= 3'b000;
                        for (i=0;i<4;i=i+1) begin
                            memory[i] <= 4'b0000;  
                        end 
                    end 
                end
                5'b01100 : begin
                    memory[3] <= keypad;
					is_delay = 1'b0;
                    if (keypad == passcode[3]) begin
                        check <= check + 1'b1;  
                    end
                    else begin
                        check <= 3'b000;   
                    end
                    safe_state <= 5'b01101;
                end
                5'b01101 : begin
                    memory[2] <= keypad;
                    if (keypad == passcode[2]) begin
                        check <= check + 1'b1;  
                    end
                    else begin
                        check <= 3'b000;   
                    end                
                    safe_state <= 5'b01110;
                end  
                5'b01110 : begin
                    memory[1] <= keypad;
                    if (keypad == passcode[1]) begin
                        check <= check + 1'b1;  
                    end
                    else begin
                        check <= 3'b000;   
                    end
                    safe_state <= 5'b01111;
                end   
                5'b01111 : begin
					is_delay = 1'b1;
                    if (keypad == passcode[0] && check==3'b011) begin
                        safe_state <= 5'b10001;
                        led_state <= 3'b001;
                        check <= 3'b000;
                        memory[0] <= 4'b1100;  
                        memory[1] <= 4'b1011;
                        memory[2] <= 4'b1010;
                        memory[3] <= 4'b0000; 
                    end
                    else begin
                        safe_state <= 5'b10000;
                        led_state <= 3'b011;
                        check <= 3'b000;
                        memory[0] <= 4'b1111;  
                        memory[1] <= 4'b1110;
                        memory[2] <= 4'b0000;
                        memory[3] <= 4'b1101;  
                    end
                end 
				5'b10001 : begin
					if (keypad == 4'b1111) begin
						safe_state <= 5'b00100;
                        for (i=0;i<4;i=i+1) begin
                            memory[i] <= 4'b0000;  
                        end
					end
				end
            endcase  
        end
    end
    always @(posedge clk) begin
            case (led_state) 
                3'b000 : begin
                    access_granted <= 1'b0;
                    access_denied <= 1'b0; 
                    delay <= 0; 
                end
                3'b011 : begin
                    access_granted <= 1'b0;
                    access_denied <= 1'b1; 
                    delay <= 0; 
                end
                3'b001 : begin   
					if (is_delay == 1) begin
					    if (delay == 15000000) begin
							access_granted <= 1'b0;
							access_denied <= 1'b0;			
						end
						else begin
							delay <= delay + 1;
							access_granted <= 1'b1;
							access_denied <= 1'b0;
                        end
					end	
					else begin
						delay <= 0;
	         		end
                end
                3'b010 : begin   
                    if (is_delay == 1) begin
					    if (delay == 15000000) begin
							access_granted <= 1'b0;
							access_denied <= 1'b0;			
						end
						else begin
							delay <= delay + 1;
							access_granted <= 1'b0;
							access_denied <= 1'b1;
                        end
					end	
					else begin
						delay <= 0;
	         		end
                end
                3'b100 : begin
                    access_granted <= 1'b1;
                    access_denied <= 1'b1;  
                    delay <= 0;     
                end
                default : begin
                    access_granted <= 1'b0;
                    access_denied <= 1'b0;
                    delay <= 0;
                end  
            endcase
            case (seg_power) 
                4'b1110 : begin
                    seg_power <= 4'b1101;
                    dancing_number <= memory[1];
                end
                4'b1101 : begin
                    seg_power <= 4'b1011;
                    dancing_number <= memory[2];
                end
                4'b1011 : begin
                    seg_power <= 4'b0111;
                    dancing_number <= memory[3];
                end
                4'b0111 : begin
                    seg_power <= 4'b1110;
                    dancing_number <= memory[0];
                end
            endcase
    end
    BCD_TO_7SEG BCD_DECODER(dancing_number,seven_segment);
endmodule
module BCD_TO_7SEG(
    bcd,
    leds
    );
    input [3:0] bcd;
    output reg [6:0] leds;
    always @ (*) begin
        case (bcd) 
            4'b0000 :  leds = 7'b1111110;  
            4'b0001 :  leds = 7'b0110000; 
            4'b0010 :  leds = 7'b1101101; 
            4'b0011 :  leds = 7'b1111001; 
            4'b0101 :  leds = 7'b1011011; 
            4'b0110 :  leds = 7'b1011111; 
            4'b0111 :  leds = 7'b1110000; 
            4'b1000 :  leds = 7'b1111111; 
            4'b1001 :  leds = 7'b1110011; 
            4'b1010 :  leds = 7'b1100111;  
            4'b1011 :  leds = 7'b1001111;  
            4'b1100 :  leds = 7'b0010101;  
            4'b1101 :  leds = 7'b0001110;  
            4'b1110 :  leds = 7'b0001101;  
            4'b1111 :  leds = 7'b0110111;  
            default :  leds = 7'b0000000; 
        endcase
    end
endmodule
```

## design/flow/run.sh

```bash
#!/bin/bash
# OpenROAD 26Q1-2900-gdf79404cd8, Yosys 0.63+post, stock flow scripts
make -C /OpenROAD-flow-scripts/flow DESIGN_CONFIG=/design/flow/config.mk WORK_HOME=/design/flow/orfs finish
```

==> Changelog: implementation <==
### Metrics

* RSZ-0062 raised after global routing: no
* Post-CTS Resized at 0
* Fp util at between 30% and 40%
* Synth-to-Final Area Change at 15.6%
* Most Crowded Layer GR: met1
* Synthesized flop and latch total at between 70 and 80
* Initial antenna violation count at 0
* Antenna-violating nets left at 0
* Synth async-reset ratio at 51.3%
* Drt pass-1 iters at 5
* VDD IR max at ~0.34 mV
* Clk network pwr share at between 20 and 30%
* # Cells Yosys at 391
* Vias at between 3000 and 4000
* Relative slew slack at ~48%
* Clk_skew at just over 7 ps
* Worst setup SP type: flip-flop
* Standard-cell rows at between 40 and 50
* Synthesized area at between 4000 and 5000 um^2
* CTS clk-pin slew, worst paths at approximately 60 ps
* Overflow after GRT at 0
* Crit path DAT at 2170 ps
* Final instance area at 4670 um^2
* Yosys Chip Area at between 4000 and 5000 um^2
* Detailed Place HPWL at roughly 5500 um
* Total die size at 13900 um^2
* Critical path required time at approximately 2800 ps
* Internal power at around 2.1 mW
* Setup violators final at 0
* Pwr Density at between 600 and 700 nW/um^2
* Synth Area per Inst at about 10 um^2
* Via density at a little over 5
* Tool warnings at 33
* Share of layout cells above drive strength 1 at a little under an eighth
* Post-CTS setup buffer count at 0
* Slew Limit Fails at 0
* Combinational Power Share at roughly 26%
* Max_cap viols at 0
* TritonCTS clock tree: built
* I/O Buffers at 23
* Grt met1 use at about a fifth
* CTS Sinks at about 76
* Drt drc at 0
* Sequential share of power at a little under half
* RePlAce Congestion at just over 0.8
* Antenna cells at 0
* Vias in the first global route at 2755
* 1st-iter DRT viols at 244
* Sw Pwr at 0.933 mW
* Slew @ Worst Pin at between 700 and 800 ps
* CTS Hold Bufs at 0
* Wire per inst at roughly 13 um
* Die H at 118 um
* Distinct cell type count after synthesis at 66
* Met3 GRT Util at under 10%
* Status: completed
* Largest net degree at the start of global routing at 40
* Placed cell areas at 4380 um^2
* Critical Path Fanout Max at 5
* Net Sw Frac at a little over 30%
* Die width at 118 um
* Global-route wire length before repair at approximately 14000 um
* GRT Total Usage at 11.9%
* Register area share after synthesis at between 40% and 50%
* Setup TNS at 0 ps
* Synth Warn # at 4
* Total Wirelength at around 7800 um
* Synthesized instance count at 391
* Critical path type: reg -> out
* Final hold violation count at 0
* Min-delay worst type: reg -> reg
* Static leakage at between 1.5 and 2 nW
* Top-level port count at 25
* CORE AREA at approximately 13000 um^2
* Met2 Use GR at 17.0%
* Dominant flop cell: dfrtp_1
* CP endpoint kind: primary output
* Post-synth EDFFs at 13
-- cell families (layout without fill, tap and decap cells) --
kind of cell / count (synthesis) / after routing / synth area share, %
adders and majority gates: 11 / 11 / 3.41
buffers and inverters: 37 / 55 / 4.31
DFF: 76 / 76 / 45.8
and+or+nand+nor: 132 / 132 / 19.8
AOI/OAI and AO/OA: 87 / 87 / 14.7
xor gates and xnor gates: 26 / 26 / 5.64
muxes: 22 / 22 / 6.32
-- sequential cells by signal, indices dropped and copies added (netlist names) --
register	count
safe_state	5
dancing_number	4
passcode	16
access_denied	1
led_state	3
check	3
delay	24
memory	14
access_granted	1
seg_power	4
is_delay	1
-- path summary, 6_finish.rpt --
check,start,to,slack (ps),depth (start not counted)
setup reg to reg,safe_state[1],check[0],1450,4
min in group asynchronous,reset,passcode[1][0],870,3
setup / recovery,dancing_number[0],seven_segment[4],630,5
min in group clk1,is_delay,is_delay,510,2
hold reg to reg,delay[23],delay[23],490,2
max in group asynchronous,reset,is_delay,2270,3
hold / removal,delay[23],delay[23],490,2
max in group clk1,keypad[2],memory[3][0],970,5
-- per-stage QoR --
| step | utilization [%] | power (mW) | setup slack [ps] | std cells | hold slack (ps) |
|---|---|---|---|---|---|
| finish | 35.4 | 3.03 | 629 | 585 | 489 |
| floorplan | - | 1.94 | 1480 | 391 | 438 |
| global placement | 33.2 | 2.18 | 722 | 570 | 471 |
| detailed placement | 33.2 | 2.19 | 722 | 570 | 488 |
| CTS | 35.4 | 3.06 | 612 | 585 | 497 |
| global route | 35.4 | 3.23 | 536 | 585 | 511 |
-- layout by cell type, fill, tap and decap left out, drive strengths merged, types with 4 or more instances in the layout --
master         instances
or3                    9
nor2                  19
nand2b                 4
xor2                  17
dfrtp                 37
ha                    11
nand4                 13
clkbuf                11
dfxtp                 24
inv                   17
or4                    6
o21ai                 13
and4                   5
nand3                 12
clkdlybuf4s50         23
nor3                  10
a221o                  7
a31oi                  4
a222oi                 4
mux2                  18
a21oi                 28
and3                   5
nand2                 21
and2                   8
o31ai                  6
xnor2                  9
edfxtp                13
-- final cells by class --
cell class | count | area (um^2)
multi-input cells | 278 | 2010
fillers | 1261 | 8520
clock buffers | 11 | 264
well taps | 176 | 220
flip-flops and latches | 76 | 1850
inverters | 16 | 60.1
repair buffers | 24 | 238
clock inverters | 4 | 21.3
-- critical path, cell delays in order, from the launching register on --
cell             delay [ps]
edfxtp_1                430
inv_1                   120
ha_1                    370
mux4_2                  480
inv_1                    60
clkdlybuf4s50_1         450
-- layer usage --
layer  vias to the layer above  routed length, um
li1                       1493                  -
met2                        63               3320
met1                      1456               4040
met3                        13                317
met5                         -                  0
met4                         0                147
-- cells in the mapped netlist, drive strengths merged (4+ instances only) --
cell	number	area [um^2]
a31oi	4	25.0
and3	5	36.3
nand3	12	65.1
dfrtp	37	926
or3	9	56.3
dfxtp	24	480
ha	11	138
a221o	7	70.1
nand4	13	81.3
and4	5	47.6
and2	8	50.1
buf	13	83.8
xor2	17	149
mux2	18	203
xnor2	9	78.8
a21oi	28	140
nand2b	4	25.0
nor2	19	71.3
o21ai	13	65.1
nor3	10	60.1
nand2	21	86.3
a222oi	4	40.0
edfxtp	13	390
or4	6	45.0
clkbuf	8	30.0
inv	16	60.1
o31ai	6	45.0
-- power by group through the flow --
stage | clock (mW) | combinational (mW) | sequential (mW)
final | 0.856 | 0.773 | 1.40
after global routing | 0.928 | 0.857 | 1.45
after CTS | 0.882 | 0.778 | 1.40
Power and IR drop assume default switching activity.
